`./design.v`:
```
package parameters_pkg;
parameter int DATA_WIDTH = 448;
parameter logic [DATA_WIDTH-1:0] MODULUS = 448'hFFFFFFFFFFFFFFFFFFFFFFFFFFFFFFFFFFFFFFFFFFFFFFFFFFFFFFFEFFFFFFFFFFFFFFFFFFFFFFFFFFFFFFFFFFFFFFFFFFFFFFFFFFFFFFFF;
parameter logic [DATA_WIDTH-1:0] MODULUS_INV = 448'hFFFFFFFFFFFFFFFFFFFFFFFFFFFFFFFFFFFFFFFFFFFFFFFFFFFFFFFF00000000000000000000000000000000000000000000000000000001;
parameter logic [DATA_WIDTH:0] R = 449'h10000000000000000000000000000000000000000000000000000000000000000000000000000000000000000000000000000000000000000;
parameter logic [DATA_WIDTH-1:0] R_MOD_P = 448'h100000000000000000000000000000000000000000000000000000001;
parameter logic [DATA_WIDTH-1:0] R_INV = 448'hFFFFFFFFFFFFFFFFFFFFFFFFFFFFFFFFFFFFFFFFFFFFFFFFFFFFFFFE00000000000000000000000000000000000000000000000000000001;
parameter logic [DATA_WIDTH-1:0] R2_MOD_P = 448'h0000000000000000000000000000000000000000000000000000000300000000000000000000000000000000000000000000000000000002;
parameter logic [DATA_WIDTH-1:0] D = 448'hFFFFFFFFFFFFFFFFFFFFFFFFFFFFFFFFFFFFFFFFFFFFFFFFFFFF6755FFFFFFFFFFFFFFFFFFFFFFFFFFFFFFFFFFFFFFFFFFFFFFFFFFFF6756;
endpackage
module sub_4_parts #(
    parameter int SIZE = 448  
)(
    input  logic clk,
    input  logic rst,
    input  logic start,
    input  [SIZE-1:0] a,       
    input  [SIZE-1:0] b,       
    output logic [SIZE:0] result,
    output logic done
);
    typedef enum logic [1:0] {IDLE, STAGE1, STAGE2, STAGE3} state_t;
    state_t state = IDLE;
    logic [SIZE/4-1:0] partial_diff1, partial_diff2, partial_diff3;
    logic borrow;
    always_ff@(posedge clk or posedge rst) begin
        if (rst) begin
            state <= IDLE;
            done <= 1;
            result <= 0;
            partial_diff1 <= 0;
            partial_diff2 <= 0;
            partial_diff3 <= 0;
            borrow <= 0;
        end else begin
            case (state)
                IDLE: begin
                    if (start) begin
                        {borrow, partial_diff1} <= a[SIZE/4-1:0] - b[SIZE/4-1:0];
                        state <= STAGE1;
                        done <= 0;
                    end 
                end
                STAGE1: begin
                    {borrow, partial_diff2} <= a[2*SIZE/4-1:SIZE/4] - b[2*SIZE/4-1:SIZE/4] - borrow;
                    state <= STAGE2;
                end
                STAGE2: begin
                    {borrow, partial_diff3} <= a[3*SIZE/4-1:2*SIZE/4] - b[3*SIZE/4-1:2*SIZE/4] - borrow;
                    state <= STAGE3;
                end
                STAGE3: begin
                    result[SIZE:3*SIZE/4] <= a[4*SIZE/4-1:3*SIZE/4] - b[4*SIZE/4-1:3*SIZE/4] - borrow;
                    result[3*SIZE/4-1:0] <= {partial_diff3, partial_diff2, partial_diff1};
                    state <= IDLE;
                    done <= 1;
                end
            endcase
        end
    end
endmodule
```
`./run.sh`:
```
#!/bin/bash
# OpenROAD 26Q1-2900-gdf79404cd8, Yosys 0.63+post, stock flow scripts
make -C /OpenROAD-flow-scripts/flow DESIGN_CONFIG=/design/flow/config.mk WORK_HOME=/design/flow/orfs finish
```
`./config.mk`:
```
export PLATFORM = sky130hd
export DESIGN_NAME = sub_4_parts
export DESIGN_NICKNAME = sub_4_parts
export VERILOG_FILES = /design/flow/design.v
export SDC_FILE = /design/flow/constraint.sdc
export NUM_CORES = 4
export LEC_CHECK = 1
export CORE_AREA = 10 10 628 628
export DIE_AREA = 0 0 638 638
```
`./constraint.sdc`:
```
current_design sub_4_parts

set clk_period 22.3
set clk_io_pct 0.2

create_clock -name clk0 -period $clk_period [get_ports {clk}]

set non_clock_inputs [all_inputs -no_clocks]
set_input_delay [expr $clk_period * $clk_io_pct] -clock clk0 $non_clock_inputs
set_output_delay [expr $clk_period * $clk_io_pct] -clock clk0 [all_outputs]
```
==> out/results.ini <==
[timing]
hold_viol=0
period_needed_ns=9.18
rsz0062_at_grt=false
max_freq_mhz=109
setup_viol=0
worst_slack_ns=13.12
hold_ws_ns=0.457
tightest_slew_ns=1.02
skew_ns=0.0984
slew_violations=0
slew_headroom=0.313
fin_crit_sh=0.412
timing.setup.tns_ns=0

[cts]
cts_tree=done
ctsResizeCount=0
holdBufCountCts=0
htreeDepth=3
clkTransAtPathRegs_ns=0.07
clk_path_buf_depth=4
cts-root-buf=clkbuf_16
cts_buffers=112
cts.sinks=789
post_cts_buffers=0
clock_latency_ns=0.89

[grt]
globalRoute.totalOverflow=0
grt_use_total=0.175
antenna_found_initial=132
grt_max_degree=110
grt_pass1_vias=59200
grt_pass1_wl_mm=492

[drt]
drtAntennaViolNets=0
met2WireLength_mm=193
met1_length_mm=131
wire_per_inst_um=26.3
via_count=58800
drtIter0Drc=3157
postRouteWirelength_mm=364
topRoutingLayerUsed=met5
drtPass1Iterations=5
drcViolationCount=0
vias_per_cell=4.25
wl_met3_mm=21.5

[floorplan]
rows=226
die_height_um=638
initial_core_util=0.170
die_width_um=638
ios=1349
chip_area_um2=407000
core_area_um2=380000

[worst_setup_path]
worst_ep_arrival_time_ns=9.90
reg2reg_to=partial_diff2[103]$_DFFE_PP0P_
crit_fanout=7
worstPathRequired_ns=23.02
r2r-start=borrow$_DFFE_PP0P_
crit_path_end_kind=flop
criticalPathCategory=in2reg
reg2reg_slack_ns=16.40
start_kind=input port
ff2ff_path_depth=18

[synthesis]
ys_area_um2=64500
top_cell_area_share=0.306
synthTopCellsByArea=dfrtp_1 (31%), ha_1 (15%), mux2_2 (11%), inv_1 (7.4%), a21oi_1 (4.9%)
ys_cells=7402
ys_seq_frac=0.306
syn_area_per_cell_um2=8.71
synthCells=7402
flop_cell=dfrtp_1
ys.warnings.count=1
synth_area_um2=64500
yosys.cell_types.count=114
edf_count=0
ys_seq_elements=789
async_flop_share=1.00
yosysTopAreaCell=dfrtp_1

[flow_run]
maxCapViolCount=0
tool_warnings=35

[power]
powerDensity_nw_per_um2=103
ir_drop_mv=0.0580
power.leakage_nw=39.1
finalPower_mw=9.09

[min_path]
worstHoldPathCells=1
hold_class=reg2reg
hold_end=result[117]$_DFFE_PP0P_
worstHoldStart=partial_diff2[5]$_DFFE_PP0P_

[placement]
place_inst=13500
pre_cts_ws_ns=11.93
place_area_um2=83700
io_buffer_count=1348
gp_congestion=0.980
dp.final_hpwl_mm=319

[layout]
drive_above_1_share=0.115
fin_cells=13800
syn2layout_area_growth_pct=36.3
lay_top_cells=clkdlybuf4s50_1 (1,348), inv_1 (1,267), dfrtp_1 (788)
final_area_um2=87900
lay_top_count=clkdlybuf4s50_1
final_core_util=0.231

[outcome]
status=finished, final reports clean

[worst max path at each step]
stage | startpoint | endpoint | slack, ns
5_1_grt | b[112] | borrow$_DFFE_PP0P_ | 12.79
6_report | a[139] | borrow$_DFFE_PP0P_ | 13.12
4_1_cts | a[139] | borrow$_DFFE_PP0P_ | 12.89
[where the power goes]
group,internal (mW),total (mW),switching (mW)
logic,2.22,4.51,2.29
registers,2.17,2.61,0.436
clock network,1.17,1.97,0.797
[sequential cells by signal (all words and copies together) (netlist names)]
signal         cells
partial_diff3    112
partial_diff1    112
state              2
result           449
done               1
partial_diff2    112
borrow             1
[cells by family after synthesis]
logic type | share of synthesized area
AND-OR/OR-AND | 0.178
XOR/XNOR | 0.0573
adder cells (fa/ha/maj) | 0.154
buffers and inverters | 0.0913
flip-flops | 0.306
multiplexers | 0.110
AND/OR/NAND/NOR | 0.103
[critical path, cell delays in order]
cell and delay, ns:
clkdlybuf4s50_1 0.46, inv_1 0.04, ha_1 0.33, inv_1 0.06
ha_1 0.44, a21oi_1 0.42, o21ai_0 0.35, a211oi_1 0.35
buf_4 0.15, o211a_1 0.24, o22ai_1 0.19, o211ai_1 0.47
nand3_1 0.40, a21o_2 0.34, a41o_2 0.31, a21oi_1 0.25
o21ai_1 0.16, xor2_1 0.31, o2111ai_1 0.14
[metal layers]
metal	GRT usage	vias to the layer above
li1	-	28000
met1	0.192	28500
met2	0.326	1788
met3	0.0392	475
met4	0.0702	34
met5	0	-
[layout make-up]
cell class | instances | area (um^2)
clock inverters | 69 | 916
well taps | 5016 | 6280
inverters | 1269 | 4770
multi-input cells | 5059 | 38900
repair buffers | 1416 | 14000
flip-flops and latches | 789 | 19700
clock buffers | 136 | 3040
diodes | 86 | 215
fillers | 41300 | 292000
[cell usage after synthesis, types with 42 or more instances]
master / number
a21o_1: 222
xnor2_1: 260
nor2_1: 299
nand3_1: 82
o21ai_0: 398
o21a_1: 42
mux2_2: 627
inv_1: 1268
a31oi_1: 48
dfrtp_1: 788
a21oi_1: 634
nand4_1: 165
nor3_1: 74
ha_1: 782
o21bai_1: 130
nand2_1: 531
xor2_1: 162
clkbuf_1: 231
Power is estimated from default activity; no workload was simulated.
