**flow/run.sh**
```bash
#!/bin/bash
# OpenROAD 26Q1-2900-gdf79404cd8, Yosys 0.63+post, stock flow scripts
make -C /OpenROAD-flow-scripts/flow DESIGN_CONFIG=/design/flow/config.mk WORK_HOME=/design/flow/orfs finish
```
**flow/config.mk**
```make
export PLATFORM = sky130hd
export DESIGN_NAME = add
export DESIGN_NICKNAME = add
export VERILOG_FILES = /design/flow/design.v
export SDC_FILE = /design/flow/constraint.sdc
export NUM_CORES = 4
export LEC_CHECK = 1
export CORE_AREA = 10 10 593 593
export DIE_AREA = 0 0 603 603
```
**flow/constraint.sdc**
```tcl
current_design add

set clk_period 74.7
set clk_io_pct 0.2

create_clock -name clk0 -period $clk_period [get_ports {clk}]

set non_clock_inputs [all_inputs -no_clocks]
set_input_delay [expr $clk_period * $clk_io_pct] -clock clk0 $non_clock_inputs
set_output_delay [expr $clk_period * $clk_io_pct] -clock clk0 [all_outputs]
```
**flow/design.v**
```verilog
package parameters_pkg;
parameter int DATA_WIDTH = 448;
parameter logic [DATA_WIDTH-1:0] MODULUS = 448'hFFFFFFFFFFFFFFFFFFFFFFFFFFFFFFFFFFFFFFFFFFFFFFFFFFFFFFFEFFFFFFFFFFFFFFFFFFFFFFFFFFFFFFFFFFFFFFFFFFFFFFFFFFFFFFFF;
parameter logic [DATA_WIDTH-1:0] MODULUS_INV = 448'hFFFFFFFFFFFFFFFFFFFFFFFFFFFFFFFFFFFFFFFFFFFFFFFFFFFFFFFF00000000000000000000000000000000000000000000000000000001;
parameter logic [DATA_WIDTH:0] R = 449'h10000000000000000000000000000000000000000000000000000000000000000000000000000000000000000000000000000000000000000;
parameter logic [DATA_WIDTH-1:0] R_MOD_P = 448'h100000000000000000000000000000000000000000000000000000001;
parameter logic [DATA_WIDTH-1:0] R_INV = 448'hFFFFFFFFFFFFFFFFFFFFFFFFFFFFFFFFFFFFFFFFFFFFFFFFFFFFFFFE00000000000000000000000000000000000000000000000000000001;
parameter logic [DATA_WIDTH-1:0] R2_MOD_P = 448'h0000000000000000000000000000000000000000000000000000000300000000000000000000000000000000000000000000000000000002;
parameter logic [DATA_WIDTH-1:0] D = 448'hFFFFFFFFFFFFFFFFFFFFFFFFFFFFFFFFFFFFFFFFFFFFFFFFFFFF6755FFFFFFFFFFFFFFFFFFFFFFFFFFFFFFFFFFFFFFFFFFFFFFFFFFFF6756;
endpackage
import parameters_pkg::*;
module add (
    input  logic clk,
    input  logic start,
    input  [DATA_WIDTH-1:0] a,       
    input  [DATA_WIDTH-1:0] b,       
    output logic [DATA_WIDTH-1:0] sum,
    output logic done
);
    logic [DATA_WIDTH:0] temp_sum;
    logic [DATA_WIDTH:0] reduced_sum;
    typedef enum logic [1:0] {IDLE, STAGE1, STAGE2} state_t;
    state_t state, next_state;
    always_ff @(posedge clk) begin
        if (start) begin
            state <= STAGE1;
            done <= 0;
        end else begin
            state <= next_state;
            if (state == STAGE2)
                done <= 1;
        end
    end
    always_ff@(posedge clk) begin
        case (state)
            IDLE: begin
                next_state = start ? STAGE1 : IDLE;
            end
            STAGE1: begin
                temp_sum = {1'b0, a} + {1'b0, b};
                next_state = STAGE2;
            end
            STAGE2: begin
                if (temp_sum >= MODULUS)
                    reduced_sum = temp_sum - MODULUS;
                else
                    reduced_sum = temp_sum;
                sum = reduced_sum[DATA_WIDTH-1:0];
                next_state = IDLE;
            end
        endcase
    end
endmodule
```
==> reports/results.txt <==
status -> finished clean
Hold EP -> state[0]$_SDFF_PP1_
setup ws final -> 53.01 ns
hold path start -> next_state[0]$_DFFE_PP_
Unique masters post-synth -> 85
CP Cell Sequence -> clkdlybuf4s50_1 > ha_1 > nand4_1 > nor3_1 > nand4_1 > nor2_1 > o31ai_1 > buf_4 > a211oi_1 > o21ai_0 > buf_4 > o41ai_1 > buf_4 > a41oi_1 > o21a_1 > o41ai_1 > nand2_1 > o21ai_0 > xor2_1
WHS Path Cells -> 1
min cycle time layout -> 21.69 ns
detailed-route via count -> 81767
post-synthesis cell count -> 8957
DR iter-0 viols -> 8941
logic area -> 46300 µm²
drt pass-1 iters -> 6
Post-DP HPWL -> 514000 µm
Top cell area share -> 35.9%
sum of negative setup slack -> 0 ns
worst endpoint required time -> 75.20 ns
H-Tree Level Count -> 3
# fillers -> 36395
Detail Route Antenna Nets -> 0
clock-pin slew on the worst setup and hold paths -> 0.06 ns
Tot GR Track Use -> 30.9%
final wirelength -> 572000 µm
fin crit share -> 29.0%
yosys synthesis warning count -> 1
CP Launch Type -> primary input
commonest cells in the synthesized netlist -> nand2_1, a21oi_1, nor2_1, edfxtp_1, o21ai_0
DR vias/cell -> 5.46
worst vdd ir -> 0.0200 mV
clock skew -> 0.124 ns
I/O pin cnt -> 1347
Num Clock Sinks -> 902
Avg WL per Cell -> 38.2 µm
Placeable Area -> 339000 µm²
CP arrival -> 22.19 ns
DR DRC count -> 0
Crit Path Class -> primary input to flop
Register Area -> 27100 µm²
RSZ-0062 raised after global routing -> false
Top delay family on crit path -> AND-OR/OR-AND gates
height of the die -> 603 µm
number of synthesized flops with an enable pin -> 899
initial antenna violation count -> 186
Bufs and invs on worst path -> 4
Yosys Chip Area -> 75200 µm²
internal power -> 1220 µW
# port buffers -> 1346
hold buffers post-CTS -> 0
first-pass GRT wire length -> 741000 µm
Slew HR -> 16.5%
Clock power frac -> 25.3%
crit-path most repeated cell -> buf_4
vias in the first global route -> 78485
Comb pwr share -> 36.6%
CTS Root Buffer Type -> clkbuf_16
switching share of total power -> 41.7%
top-count cell post-synth -> nand2_1
CP Max Fanout -> 8
RR Startpoint -> temp_sum[349]$_DFFE_PN_
Core Rows -> 214
max_cap viols -> 0
remaining global-route overflow -> 0
Avg Synthesized Cell Area -> 8.40 µm²
Max Root-Sink Buffers -> 4
initial core utilization -> 22.2%
CTS tree -> done
Final GP Congestion -> 1.10
Post-synth ARST share -> 0%
Die X -> 603 µm
Num CTS Buffers -> 109
post-CTS setup buffers -> 0
Power per Cell Area -> 21.3 nW/µm²
Final setup viols -> 0
Worst Hold Class -> flop to flop
Sequential Power Share -> 38.1%
Layout area overhead -> 30.5%
Cell Area, Synth -> 75200 µm²
tool warning count -> 33
total die size -> 364000 µm²
ys cells -> 8957
CP max stage delay -> 0.82 ns
largest net degree at the start of global routing -> 128
ys flops -> 902
fmax -> 46.1 MHz
Critical R2R Capture -> sum[211]$_DFFE_PN_
post_cts resized -> 0
sw power -> 872 µW
Post-synth top flop -> edfxtp_1
Synth Seq Share -> 36.0%
Final Hold Fails -> 0
max-slew violations -> 0
r2r setup slk -> 66.67 ns
worst slew pin tran -> 1.25 ns
Cell area leaders -> edfxtp_1, ha_1, a21oi_1
layout cell share with drive strength beyond 1 -> 4.15%
CP Capture Type -> flop
dpl ws -> 52.53 ns
P_leak -> 0.0338 µW
Synth area leader -> edfxtp_1
Worst-Skew Late Latency -> 0.91 ns
Critical-path top delay cell -> o41ai_1
R2R depth -> 17
through the flow:
step	utilization [%]	cells	total power [µW]	cell area [µm²]	hold slack, ns
final	28.9	14970	2090	98200	0.428
after global routing	28.9	14938	2150	98100	0.468
after CTS	28.9	14868	2070	97900	0.429
after detailed placement	27.9	14677	1530	94500	0.417
after global placement	27.9	14677	1540	94500	0.408
after floorplan	-	8957	1090	75200	0.404
routing by layer:
metal | up-vias | wire (µm) | track usage [%]
met1 | 40069 | 244000 | 43.6
met4 | 78 | 34600 | 14.5
met3 | 840 | 73500 | 14.4
li1 | 36048 | - | -
met5 | - | 563 | 1.99
met2 | 4732 | 220000 | 40.1
worst max path at each step:
| stage | from | to | cells after the start |
|---|---|---|---|
| 6_report | b[54] | temp_sum[367]$_DFFE_PN_ | 19 |
| 5_1_grt | a[70] | temp_sum[438]$_DFFE_PN_ | 21 |
| 4_1_cts | b[54] | temp_sum[375]$_DFFE_PN_ | 19 |
cell type report:
| type | count | area share [%] |
|---|---|---|
| multi-input combinational | 7534 | 47.1 |
| antenna | 102 | 0.260 |
| tap | 4536 | 5.78 |
| timing repair buffer | 1510 | 15.0 |
| clock buffer | 128 | 2.87 |
| sequential | 902 | 27.6 |
| clock inverter | 63 | 0.631 |
| inverter | 195 | 0.746 |
state kept, by name, summed over array words and instances (netlist names):
name	flops
state	2
sum	448
next_state	2
done	1
temp_sum	449
placed cells by master (no fill, tap or decap), types with 83 or more instances in the layout:
| cell | count |
|---|---|
| buf_4 | 162 |
| a21oi_1 | 985 |
| nand2_1 | 1058 |
| o21a_1 | 83 |
| nand4_1 | 499 |
| and3_1 | 112 |
| nor3_1 | 248 |
| edfxtp_1 | 899 |
| xnor2_1 | 544 |
| xor2_1 | 349 |
| ha_1 | 451 |
| nor2_1 | 920 |
| o21bai_1 | 190 |
| nand3_1 | 311 |
| clkdlybuf4s50_1 | 1346 |
| nor4_1 | 127 |
| clkbuf_16 | 110 |
| inv_1 | 195 |
| o21ai_0 | 619 |
| a21o_1 | 278 |
| diode_2 | 102 |
power groups by stage:
stage,clock network (µW),registers [µW],logic [µW]
after global routing,558,802,793
after CTS,541,789,737
final,530,796,765
worst register-to-register path, delay by kind of cell, from the launching register on:
family	cells	cell delay [ns]
compound gates	1	0.17
xor+xnor	1	0.56
buf+inv	1	0.24
flops	1	0.73
simple gates	14	6.10
cells by family after synthesis:
group	after synthesis	share of synthesized area, %
flip-flops	902	36.0
adder cells (fa/ha/maj)	454	7.56
buffers and inverters	521	2.61
XOR/XNOR	893	10.4
AND/OR/NAND/NOR	3659	23.4
AND-OR/OR-AND	2528	20.1
Power figures rest on the tool's default switching activity, not on a simulated workload.
