==> design/flow/design.v <==
package parameters_pkg;
parameter int DATA_WIDTH = 448;
parameter logic [DATA_WIDTH-1:0] MODULUS = 448'hFFFFFFFFFFFFFFFFFFFFFFFFFFFFFFFFFFFFFFFFFFFFFFFFFFFFFFFEFFFFFFFFFFFFFFFFFFFFFFFFFFFFFFFFFFFFFFFFFFFFFFFFFFFFFFFF;
parameter logic [DATA_WIDTH-1:0] MODULUS_INV = 448'hFFFFFFFFFFFFFFFFFFFFFFFFFFFFFFFFFFFFFFFFFFFFFFFFFFFFFFFF00000000000000000000000000000000000000000000000000000001;
parameter logic [DATA_WIDTH:0] R = 449'h10000000000000000000000000000000000000000000000000000000000000000000000000000000000000000000000000000000000000000;
parameter logic [DATA_WIDTH-1:0] R_MOD_P = 448'h100000000000000000000000000000000000000000000000000000001;
parameter logic [DATA_WIDTH-1:0] R_INV = 448'hFFFFFFFFFFFFFFFFFFFFFFFFFFFFFFFFFFFFFFFFFFFFFFFFFFFFFFFE00000000000000000000000000000000000000000000000000000001;
parameter logic [DATA_WIDTH-1:0] R2_MOD_P = 448'h0000000000000000000000000000000000000000000000000000000300000000000000000000000000000000000000000000000000000002;
parameter logic [DATA_WIDTH-1:0] D = 448'hFFFFFFFFFFFFFFFFFFFFFFFFFFFFFFFFFFFFFFFFFFFFFFFFFFFF6755FFFFFFFFFFFFFFFFFFFFFFFFFFFFFFFFFFFFFFFFFFFFFFFFFFFF6756;
endpackage
import parameters_pkg::*;
module sub (
    input  logic clk,
    input  logic start,
    input  [DATA_WIDTH-1:0] a,
    input  [DATA_WIDTH-1:0] b,
    output logic [DATA_WIDTH-1:0] result,
    output logic done
);
    logic [DATA_WIDTH:0] temp_diff;
    logic [DATA_WIDTH:0] adjusted_diff;
    typedef enum logic [1:0] {IDLE, STAGE1, STAGE2} state_t;
    state_t state, next_state;
    always_ff @(posedge clk) begin
        if (start) begin
            state <= STAGE1;
            done <= 0;
        end else begin
            state <= next_state;
            if (state == STAGE2)
                done <= 1;
        end
    end
    always_ff @(posedge clk) begin
        case (state)
            IDLE: begin
                next_state = start ? STAGE1 : IDLE;
            end
            STAGE1: begin
                temp_diff = {1'b0, a} - {1'b0, b};
                next_state = STAGE2;
            end
            STAGE2: begin
                if (temp_diff[448])
                    adjusted_diff = temp_diff + MODULUS;
                else
                    adjusted_diff = temp_diff;
                result = adjusted_diff[447:0];
                next_state = IDLE;
            end
        endcase
    end
endmodule
==> design/flow/run.sh <==
#!/bin/bash
# OpenROAD 26Q1-2900-gdf79404cd8, Yosys 0.63+post, stock flow scripts
make -C /OpenROAD-flow-scripts/flow DESIGN_CONFIG=/design/flow/config.mk WORK_HOME=/design/flow/orfs finish
==> design/flow/config.mk <==
export PLATFORM = sky130hd
export DESIGN_NAME = sub
export DESIGN_NICKNAME = sub
export VERILOG_FILES = /design/flow/design.v
export SDC_FILE = /design/flow/constraint.sdc
export NUM_CORES = 4
export LEC_CHECK = 1
export CORE_AREA = 10 10 765 765
export DIE_AREA = 0 0 775 775
==> design/flow/constraint.sdc <==
current_design sub

set clk_period 61.6
set clk_io_pct 0.2

create_clock -name clk0 -period $clk_period [get_ports {clk}]

set non_clock_inputs [all_inputs -no_clocks]
set_input_delay [expr $clk_period * $clk_io_pct] -clock clk0 $non_clock_inputs
set_output_delay [expr $clk_period * $clk_io_pct] -clock clk0 [all_outputs]
==> notes.md <==
Here are the numbers from the latest Yosys + OpenROAD run.

The summed negative setup slack over all endpoints is 0 ns. The static leakage is 35.7 nW. Synthesis instantiated 82 different standard cells from the library. The overall routing resource usage is 21.2%. The summed instance area of the synthesized netlist is 77900 sq um. 1347 I/O pins were placed.

The flow ran to the end, and the final reports show no timing, DRC or antenna violations. The count of nets left with antenna violations after detail routing is 0. The final hold violation count came out at 0. The synthesis-stage register bit count is 902. As logged by OpenROAD, the buffers inserted on ports number 1346. The critical path data arrival time came out at 19.48 ns.

The first-pass GRT wire length is 835000 um. By instance count after routing, the leading logic cell types are sky130_fd_sc_hd__clkdlybuf4s50_1 (1346), sky130_fd_sc_hd__nand2_1 (1126), sky130_fd_sc_hd__a21oi_1 (1045), sky130_fd_sc_hd__nor2_1 (1010), sky130_fd_sc_hd__edfxtp_1 (899). The standard cell core area came out at 569000 sq um. The setup path with the least slack is of type primary input to flop. The tally of yosys warning messages came out at 1.

STA classifies the critical path endpoint as a flop. Clock tree synthesis selected as its root buffer the cell sky130_fd_sc_hd__clkbuf_16. The share of the yosys chip area belonging to registers is 34.7%.

The total power per unit cell area is 24.5 nW/um^2. The fraction of layout instances using a drive strength above 1 came out at 4.62%. The required arrival time at the worst endpoint is 62.09 ns. The CTS clock-pin slew for the worst setup and hold paths came out at 0.06 ns. The area of the chip is 601000 sq um. The CTS H-tree depth came out at 3. The per-instance average area after synthesis is 8.09 sq um. The met3 usage is 11.2%. The die boundary width came out at 775 um.

The number of buffers created by CTS is 108. The worst setup skew after layout came out at 0.0810 ns. The average wire per cell in the routed design is 34.7 um. The number of synthesized flops with an enable pin is 899.

The final timing report counts setup violations totalling 0. The commonest register cell after synthesis is sky130_fd_sc_hd__edfxtp_1. The maximum number of pins on one net before global-route repair is 110. Across all checked pins, the minimum headroom to the slew limit is 30.4%. Per the log, the first TritonRoute iteration ended with a DRC count of 7331. The via count normalized by instance count came out at 4.58. For reference, the final report shows the max-slew violation count at 0. The max-cap violation count is 0. The final weighted congestion recorded by global placement is 1.04. The proportion of register bits with asynchronous set or reset after synthesis came out at 0%. The aggregate routed wire length came out at 651000 um.

According to the hold report, the worst path is of the flop to flop type. The detailed-router iteration count before antenna repair came out at 6. The placed wire-length estimate is 591000 um. The clock period could shrink to 18.99 ns. The number of warning messages in the logs is 32. The total number of clock tree sinks is 902. The buffer depth of the longest clock path is 3. The cts-stage hold buffer count came out at 0. The buffers inserted during post-CTS setup optimization is 0. The global routing report lists met1 layer usage as 26.3%. TritonCTS built the clock tree. The row count is 277. The count of mapped cells out of synthesis came out at 9631. The number of antenna violations at the first check in global routing is 245. The most frequent standard cell in the layout excluding fill and tap cells is sky130_fd_sc_hd__clkdlybuf4s50_1. The slew at the pin closest to its max-slew limit is 1.03 ns. The final total power is 2.59 mW. After global routing, the most crowded layer is met2.

The part of the cycle the worst path needs came out at 30.8%. The met2 routing resource usage after global routing is 30.6%. The die outline height came out at 775 um.

Setup repair after global routing left no endpoint under its margin. The maximum fanout encountered on the critical timing path is 7. The area figure in the yosys stat output came out at 77900 sq um. The initial core utilization is 13.7%. The synthesis-to-layout area growth is 35.6%.

The post-synthesis cell count from yosys is 9631. The maximum clock rate is 0.0527 GHz. The via count of the first global-routing pass is 84.9k.

The number of instances resized during post-cts repair came out at 0. The number of design rule violations left after detail routing came out at 0. Global routing finished with a remaining overflow of 0. The worst-skew pair later-pin latency came out at 0.79 ns. The total number of vias is 85.9k. The critical path startpoint category is a primary input. IR analysis of the VDD net gives a maximum drop of 0.0000235 V.
state kept, by name, summed over array words and instances (netlist names):
| signal | cells |
|---|---|
| done | 1 |
| next_state | 2 |
| result | 448 |
| state | 2 |
| temp_diff | 449 |
where the power goes:
group          leakage (nW)  internal (mW)  switching [mW]
sequential             8.52          0.826           0.167
combinational          25.3          0.285           0.617
clock                  1.84          0.403           0.295
cells in the mapped netlist, types with 47 or more instances:
master	number	share of area, %
sky130_fd_sc_hd__nand2_1	1126	5.4
sky130_fd_sc_hd__a21oi_1	1045	6.7
sky130_fd_sc_hd__nor2_1	1010	4.9
sky130_fd_sc_hd__edfxtp_1	899	35
sky130_fd_sc_hd__o21ai_0	720	4.6
sky130_fd_sc_hd__inv_1	644	3.1
sky130_fd_sc_hd__xnor2_1	476	5.4
sky130_fd_sc_hd__ha_1	453	7.3
sky130_fd_sc_hd__xor2_1	413	4.6
sky130_fd_sc_hd__nor3_1	370	2.4
sky130_fd_sc_hd__nand4_1	335	2.7
sky130_fd_sc_hd__nor4_1	254	2.0
sky130_fd_sc_hd__nand3_1	239	1.5
sky130_fd_sc_hd__clkbuf_1	221	1.1
sky130_fd_sc_hd__o21bai_1	177	1.7
sky130_fd_sc_hd__a21o_1	158	1.5
sky130_fd_sc_hd__or3_1	117	0.94
sky130_fd_sc_hd__o21a_1	83	0.80
sky130_fd_sc_hd__or4_1	81	0.78
sky130_fd_sc_hd__or2_2	76	0.61
sky130_fd_sc_hd__nand2b_1	73	0.59
sky130_fd_sc_hd__a31oi_1	53	0.43
sky130_fd_sc_hd__and3_1	51	0.41
sky130_fd_sc_hd__and2_1	48	0.39
sky130_fd_sc_hd__a21boi_0	47	0.45
layout make-up:
class                   count  area, sq um
well taps                7533         9430
flip-flops and latches    902        27100
clock buffers             117         2740
multi-input cells        7858        47700
clock inverters            87         1120
repair buffers           1548        15000
fillers                 63700       463000
inverters                 645         2420
diodes                     80          200
stage by stage:
step	cell area, sq um	hold slack, ns	util [%]	cells	setup slack, ns
6_report	106000	0.350	18.6	18800	42.61
5_1_grt	106000	0.366	18.6	18700	42.37
4_1_cts	105000	0.333	18.5	18700	42.87
3_5_place_dp	102000	0.415	17.9	18500	42.07
3_3_place_gp	102000	0.407	17.9	18500	42.03
2_1_floorplan	77900	0.404	-	9631	44.87
kinds of logic after synthesis:
kind of cell             Yosys count  synth area share (%)
AND/OR/NAND/NOR                 3956                  24.5
AND-OR/OR-AND                   2559                  19.2
flip-flops                       902                  34.7
XOR/XNOR                         889                  10.0
buffers and inverters            871                  4.20
adder cells (fa/ha/maj)          454                  7.30
final timing paths:
check	cells after the start	end	slack [ns]	startpoint
worst min register to register	1	state[0]$_SDFF_PP1_	0.35	next_state[0]$_DFFE_PP_
worst max register to register	16	result[385]$_DFFE_PN_	54.42	temp_diff[28]$_DFFE_PN_
worst min-delay path	1	state[0]$_SDFF_PP1_	0.35	next_state[0]$_DFFE_PP_
worst max-delay path	24	temp_diff[442]$_DFFE_PN_	42.61	b[11]
layer usage:
layer	part of all wire, %	wire (um)
met3	13	84600
met2	42	271000
met1	40	258000
met5	0.11	716
met4	5.6	36700
critical path: stages:
cell and delay (ns):
sky130_fd_sc_hd__clkdlybuf4s50_1 0.49, sky130_fd_sc_hd__inv_1 0.07, sky130_fd_sc_hd__ha_1 0.47, sky130_fd_sc_hd__nand4_1 0.40
sky130_fd_sc_hd__or4_1 0.72, sky130_fd_sc_hd__a211oi_1 0.30, sky130_fd_sc_hd__buf_4 0.18, sky130_fd_sc_hd__o211ai_1 0.15
sky130_fd_sc_hd__a21oi_1 0.43, sky130_fd_sc_hd__a31oi_1 0.18, sky130_fd_sc_hd__buf_4 0.23, sky130_fd_sc_hd__nor3_1 0.56
sky130_fd_sc_hd__nor2_1 0.09, sky130_fd_sc_hd__buf_4 0.21, sky130_fd_sc_hd__o31ai_1 0.22, sky130_fd_sc_hd__buf_4 0.21
sky130_fd_sc_hd__a41oi_1 0.36, sky130_fd_sc_hd__o21ai_0 0.60, sky130_fd_sc_hd__a31o_2 0.30, sky130_fd_sc_hd__a31o_2 0.21
sky130_fd_sc_hd__a21oi_1 0.13, sky130_fd_sc_hd__o31a_1 0.32, sky130_fd_sc_hd__o21ai_0 0.22, sky130_fd_sc_hd__xor2_1 0.09
Power figures rest on the tool's default switching activity, not on a simulated workload.
